`/design/flow/run.sh`:
```
#!/bin/bash
# OpenROAD 26Q1-2900-gdf79404cd8, Yosys 0.63+post, stock flow scripts
make -C /OpenROAD-flow-scripts/flow DESIGN_CONFIG=/design/flow/config.mk WORK_HOME=/design/flow/orfs finish
```
`/design/flow/config.mk`:
```
export PLATFORM = sky130hd
export DESIGN_NAME = MorraCinese
export DESIGN_NICKNAME = MorraCinese
export VERILOG_FILES = /design/flow/design.v
export SDC_FILE = /design/flow/constraint.sdc
export NUM_CORES = 4
export LEC_CHECK = 1
export CORE_AREA = 10 10 114 114
export DIE_AREA = 0 0 124 124
export SYNTH_HDL_FRONTEND = slang
```
`/design/flow/constraint.sdc`:
```
current_design MorraCinese

set clk_period 3.6
set clk_io_pct 0.2

create_clock -name clk0 -period $clk_period [get_ports {clk}]

set non_clock_inputs [all_inputs -no_clocks]
set_input_delay [expr $clk_period * $clk_io_pct] -clock clk0 $non_clock_inputs
set_output_delay [expr $clk_period * $clk_io_pct] -clock clk0 [all_outputs]
```
`/design/flow/design.v`:
```
module MorraCinese(
  input clk, reg [1:0] primo, reg [1:0] secondo, inizia,
  output reg [1:0] manche, reg [1:0] partita);
  reg [2:0] state = 3'b000;
  reg [4:0] reg_clk_counter = 5'b00000;
  reg [4:0] reg_manche_max = 5'b00000;
  reg [3:0] stato_manche = 4'b0000;
  reg [1:0] mossa_vincente = 2'b00;
  reg flag;
  reg pareggio;
  reg manche_min = 1'b0;
  reg not_valid = 1'b0;
  reg manche_max = 1'b0;
  parameter [2:0]
  INIZIO = 3'b000,         
  VANTAGGIO_P1 = 3'b001,     
  VANTAGGIO_P2 = 3'b010,     
  PAREGGIO = 3'b011,       
  VINCE_P1 = 3'b100,       
  VINCE_P2 = 3'b101,       
  FINE_PAREGGIO = 3'b110;    
  always @(posedge clk) begin
    if(reg_clk_counter == 5'b00000) begin
      reg_manche_max = {primo,secondo};      
    reg_manche_max = reg_manche_max + 5'b00100;
    end
    if (inizia == 1'b1) begin
      reg_clk_counter = 5'b00000;
    end
    else if(not_valid == 1'b0) begin
      reg_clk_counter = reg_clk_counter + 1;
    end
    if (reg_clk_counter > 5'b00011) begin
      manche_min = 1'b1;
    end
    else begin
      manche_min = 1'b0;
    end
    if((reg_manche_max + 1) == reg_clk_counter) begin
      manche_max = 1'b1;
    end 
    else begin
      manche_max = 1'b0;
    end      
    if(flag == 1'b0 && mossa_vincente == primo && reg_clk_counter != 5'b00000 && pareggio == 0) begin
      not_valid = 1'b1;
    end 
    else if(flag == 1'b1 && mossa_vincente == secondo && reg_clk_counter != 5'b00000 && pareggio == 0) begin
      not_valid = 1'b1;
    end else begin
      not_valid = 1'b0;
    end
    if(((primo == 2'b11 && secondo == 2'b11) || (primo == 2'b10 && secondo == 2'b10) || (primo == 2'b01 && secondo == 2'b01)) && primo != mossa_vincente) begin
      not_valid = 1'b0;
      pareggio = 1'b1;  
    end else begin
      pareggio = 1'b0;
    end
    if(primo == 2'b00 || secondo == 2'b00) begin
      not_valid = 1'b1;
    end
    if((primo == 2'b01 && secondo == 2'b11) || (primo == 2'b10 && secondo == 2'b01) || (primo == 2'b11 && secondo == 2'b10) && not_valid == 1'b0 && primo != 00 && secondo != 00) begin
      mossa_vincente = primo;
      flag = 1'b0;      
    end
    if((primo == 2'b11 && secondo == 2'b01) || (primo == 2'b10 && secondo == 2'b11) || (primo == 2'b01 && secondo == 2'b10) && not_valid == 1'b0 && primo != 00 && secondo != 00) begin
      mossa_vincente = secondo;
      flag = 1'b1;
    end
  end
  always @(primo, secondo, inizia, manche, partita, not_valid, manche_min, manche_max) begin
    case (state)
      INIZIO: begin  
        if(primo == 2'b00 || secondo == 2'b00 || inizia == 1'b1) begin
          state = INIZIO;
            manche = 2'b00;
            partita = 2'b00;
        end
        if(((primo == 2'b01 && secondo == 2'b11) || (primo == 2'b10 && secondo == 2'b01) || (primo == 2'b11 && secondo == 2'b10)) && inizia == 1'b0) begin
          state = VANTAGGIO_P1;
          manche = 2'b01;
          partita = 2'b00;
        end
        if(((primo == 2'b11 && secondo == 2'b01) || (primo == 2'b10 && secondo == 2'b11) || (primo == 2'b01 && secondo == 2'b10)) && inizia == 1'b0) begin
          state = VANTAGGIO_P2;
          manche = 2'b10;
          partita = 2'b00;
        end
        if(((primo == 2'b11 && secondo == 2'b11) || (primo == 2'b10 && secondo == 2'b10) || (primo == 2'b01 && secondo == 2'b01)) && inizia == 1'b0) begin
          state = PAREGGIO;
          manche = 2'b11;
          partita = 2'b00;
        end
      end
      VANTAGGIO_P1: begin  
        if(inizia == 1'b1) begin
          state = INIZIO;
          manche = 2'b00;   
          partita = 2'b00;
        end
        if(primo == 2'b00 || secondo == 2'b00 || not_valid == 1'b1) begin
          state = VANTAGGIO_P1;
          manche = 2'b00;    
          partita = 2'b00;
        end
        if(((primo == 2'b11 && secondo == 2'b11) || (primo == 2'b10 && secondo == 2'b10) || (primo == 2'b01 && secondo == 2'b01)) && not_valid == 1'b0 && manche_max == 1'b0 && inizia == 1'b0) begin
          state = VANTAGGIO_P1;
          manche = 2'b11;    
          partita = 2'b00;
        end
        if(((primo == 2'b11 && secondo == 2'b01) || (primo == 2'b10 && secondo == 2'b11) || (primo == 2'b01 && secondo == 2'b10)) && not_valid == 1'b0 && manche_max == 1'b0 && inizia == 1'b0) begin
          state = PAREGGIO;
          manche = 2'b10;     
          partita = 2'b00; 
        end
        if(((primo == 2'b01 && secondo == 2'b11) || (primo == 2'b10 && secondo == 2'b01) || (primo == 2'b11 && secondo == 2'b10)) && not_valid == 1'b0 && manche_min == 1'b0 && inizia == 1'b0) begin
          state = VANTAGGIO_P1;
          manche = 2'b01;   
          partita = 2'b00;
        end
        if(((primo == 2'b01 && secondo == 2'b11) || (primo == 2'b10 && secondo == 2'b01) || (primo == 2'b11 && secondo == 2'b10)) && not_valid == 1'b0 && manche_min == 1'b1 && inizia == 1'b0) begin
          state = VINCE_P1;
          manche = 2'b01;   
          partita = 2'b01;
        end
        if(manche_min == 1'b1 && manche_max == 1'b1) begin
          state = VINCE_P1;
          manche = 2'b00;  
          partita = 2'b01;
        end
      end
      VANTAGGIO_P2: begin  
        if(inizia == 1'b1) begin
          state = INIZIO;
          manche = 2'b00;   
          partita = 2'b00;
        end
        if(primo == 2'b00 || secondo == 2'b00 || not_valid == 1'b1) begin
          state = VANTAGGIO_P2;
          manche = 2'b00;   
          partita = 2'b00;
        end
        if(((primo == 2'b11 && secondo == 2'b11) || (primo == 2'b10 && secondo == 2'b10) || (primo == 2'b01 && secondo == 2'b01)) && not_valid == 1'b0 && manche_max == 1'b0 && inizia == 1'b0) begin
          state = VANTAGGIO_P2;
          manche = 2'b11;    
          partita = 2'b00;
        end
        if(((primo == 2'b01 && secondo == 2'b11) || (primo == 2'b10 && secondo == 2'b01) || (primo == 2'b11 && secondo == 2'b10)) && not_valid == 1'b0 && manche_max == 1'b0 && inizia == 1'b0) begin
          state = PAREGGIO;
          manche = 2'b01;    
          partita = 2'b00;
        end
        if(((primo == 2'b11 && secondo == 2'b01) || (primo == 2'b10 && secondo == 2'b11) || (primo == 2'b01 && secondo == 2'b10)) && not_valid == 1'b0 && manche_min == 1'b0 && inizia == 1'b0) begin
          state = VANTAGGIO_P2;
          manche = 2'b10;   
          partita = 2'b00;
        end
        if(((primo == 2'b11 && secondo == 2'b01) || (primo == 2'b10 && secondo == 2'b11) || (primo == 2'b01 && secondo == 2'b10)) && not_valid == 1'b0 && manche_min == 1'b1 && inizia == 1'b0) begin
          state = VINCE_P2;
          manche = 2'b10;   
          partita = 2'b10;
        end
        if(manche_min == 1'b1 && manche_max == 1'b1) begin
          state = VINCE_P2;
          manche = 2'b00;  
          partita = 2'b10;
        end
      end
      PAREGGIO: begin  
        if(inizia == 1'b1) begin
          state = INIZIO;
          manche = 2'b00;   
          partita = 2'b00;
        end
        if(primo == 2'b00 || secondo == 2'b00 || not_valid == 1'b1) begin
          state = PAREGGIO;
          manche = 2'b00;   
          partita = 2'b00;
        end
        if(((primo == 2'b11 && secondo == 2'b11) || (primo == 2'b10 && secondo == 2'b10) || (primo == 2'b01 && secondo == 2'b01)) && not_valid == 1'b0 && manche_max == 1'b0 && inizia == 1'b0) begin
          state = PAREGGIO;
          manche = 2'b11;    
          partita = 2'b00;
        end
        if(((primo == 2'b01 && secondo == 2'b11) || (primo == 2'b10 && secondo == 2'b01) || (primo == 2'b11 && secondo == 2'b10)) && not_valid == 1'b0 && manche_max == 1'b0 && inizia == 1'b0) begin
          state = VANTAGGIO_P1;
          manche = 2'b01;    
          partita = 2'b00;
        end
        if(((primo == 2'b11 && secondo == 2'b01) || (primo == 2'b10 && secondo == 2'b11) || (primo == 2'b01 && secondo == 2'b10)) && not_valid == 1'b0 && manche_max == 1'b0 && inizia == 1'b0) begin
          state = VANTAGGIO_P2;
          manche = 2'b10;   
          partita = 2'b00;
        end
        if(manche_min == 1'b1 && manche_max == 1'b1) begin
          state = FINE_PAREGGIO;
          manche = 2'b00;  
          partita = 2'b11;
        end
      end
      VINCE_P1: begin  
        if(inizia == 1'b1) begin
          state = INIZIO;
          manche = 2'b00;   
          partita = 2'b00;
        end
        manche = 2'b00;
      end
      VINCE_P2: begin  
        if(inizia == 1'b1) begin
          state = INIZIO;
          manche = 2'b00;   
          partita = 2'b00;
        end
        manche = 2'b00;
      end
      FINE_PAREGGIO: begin  
    if(inizia == 1'b1) begin
          state = INIZIO;
          manche = 2'b00;   
          partita = 2'b00;
        end
        manche = 2'b00;
      end
      default:
        state = INIZIO;
    endcase
  end
endmodule
```
==> run summary <==
Summary of the current implementation state.

- The via count of the routed design is 1829, for reference.
- The synthesized instance count is 237, for reference.
- The routed layout reports a DRC error count of 0.
- The global routing met3 resource utilization is 0.01699, for reference.
- The floorplan core area is 10420 µm², for reference.
- The TritonCTS buffer count is 3, for reference.
- In the finished design, the share of the clock period the worst path needs comes to 0.8082.
- The final period demand of the worst path is 2909 ps, for reference.
- After clock tree synthesis, the clock-pin slew on the worst setup and hold paths is 70 ps.
- The critical setup path kind is input port to flop, for reference.
- For this run the aggregate overflow at the end of global routing stands at 0.
- The overall routing resource usage is 0.06878, for reference.
- Per the post-route antenna check, the number of violating nets is 0.
- The most used flip-flop cell is sky130_fd_sc_hd__dfxtp_1, for reference.
- The headroom to the max-slew limit is 0.5714, for reference.
- In this run the number of H-tree levels came out at 1.
- For this block, the routed nets add up to 5051 µm of wire.
- After detailed routing, the average wire length per cell comes to 13.36 µm.
- Per STA, the highest per-stage delay on the worst path measures 500 ps.
- The die extent in y is 124 µm, for reference.
- The max-capacitance violation count is 0, for reference.
- The data arrival time of the worst path is 2840 ps, for reference.
- The count of endpoints without a timing constraint is 11, for reference.
- The critical path goes through clkdlybuf4s50_1, inv_1, ha_1, nand2b_1, a31o_2, a22oi_1, a311oi_2, nand2b_1, a211oi_1.
- The per-instance average area after synthesis is 8.035 µm², for reference.
- The post-synth design cell area is 1904 µm², for reference.
- Yosys reports a chip area of 1904 µm².
- The cell occurring most often along the worst timing path is sky130_fd_sc_hd__nand2b_1, for reference.
- The area growth from synthesis to layout is 14.91%, for reference.
- The met1 demand-to-capacity share in global routing is 0.09208, for reference.
- The areal power density over the cells is 493.5 nW/µm², for reference.
- The total negative setup slack is 0 ps, for reference.
- The final timing report lists clock skew as 8.158 ps.
- The ratio of routed vias to standard cells is 4.839, for reference.
- The analysis reports a worst IR drop on VDD of 155.8 µV.
- In this run the post-CTS setup repair buffer count came out at 0.
- The synth_stat.txt file lists the number of cells as 237.
- In the global route stage, met2 resource usage came out at 0.1106.
- The leakage component of the power was reported as 0.7669 nW.
- The tightest min-delay check is of the flop to flop type.
- The warning tally printed by Yosys for this design is 42.
- According to the floorplan report, the die width is 124 µm.
- Yosys reported that registers with async set or reset make up 0.
- The via count of the first global-routing pass was 1769.
- Per the cell usage report, the commonest logic cell in the layout is sky130_fd_sc_hd__o21ai_0.
- At the worst endpoint, the required time is 3530 ps.
- Synthesis instantiated 63 different standard cells from the library.
- The tool warning count is 29, for reference.
- The fraction of final layout cells with drive strength greater than 1 is 0.1116, for reference.
- According to the I/O placement log, the pin count is 11.
- The layer with the highest usage is met2, for reference.
- The chip occupies 15380 µm².
- The later-pin clock latency in the skew report is 250 ps, for reference.
- The initial antenna violation count is 1, for reference.
- The count of input and output buffers is 10, for reference.
- At the pin with the least slew margin, the transition time is 640.3 ps.
- Per the final report, max-transition violations number 0.
- The number of register pins that no clock reaches is 7, for reference.
- The flip-flop and latch count after synthesis is 24, for reference.
- The first-pass GRT wire length is 8769 µm, for reference.
- Once the clock tree was built, the resizer swapped 0 gates to a different size.
- In the placement report, post-DP HPWL is listed as 3875 µm.
- In this run, synthesis inferred 2 flip-flops with an integrated enable.
- The number of detailed-routing iterations run before antenna repair is 4, for reference.
- The buffer depth of the longest clock path is 2, for reference.
- The number of violations reported at the end of detailed-routing iteration 0 is 89, for reference.
- Entering global routing, the biggest net connects 23 pins.
- Based on the critical path, the design can be clocked at up to 0.3437 GHz.
- The design draws 1.080 mW.
- Per the gpl log, the routability congestion estimate is 0.9848.
- The tree is rooted in a sky130_fd_sc_hd__clkbuf_8.
- Buffers inserted to repair hold after CTS numbered 0.
- The type of element capturing the critical path is a flop, for reference.
- The number of antenna diodes is 0, for reference.
- Ranking logic cells in the layout by count gives the top entries sky130_fd_sc_hd__o21ai_0, sky130_fd_sc_hd__a21oi_1, sky130_fd_sc_hd__nand2_1, sky130_fd_sc_hd__dfxtp_1, sky130_fd_sc_hd__inv_1.
- The final count of negative-setup-slack endpoints is 0, for reference.
- In the final report, the number of hold violations comes to 0.
- The report shows a maximum critical-path fanout of 6.
- The run finished with clean final reports.
- At the floorplan stage, the core utilization is reported as 0.1828.
- For reference, the placement row count at floorplan is 37.
- Setup repair after global routing left no endpoint under its margin.
- The startpoint class of the critical path is an input port, for reference.
- The clock tree from TritonCTS is done, for reference.
- Looking at the critical path, the single cell with the biggest stage delay is sky130_fd_sc_hd__clkdlybuf4s50_1.
area by class of cell:
cell class              count  area (µm²)
clock buffers               4       45.04
fillers                  1134        8228
flip-flops and latches     24       465.4
well taps                 136       170.2
inverters                  14       52.55
repair buffers             16       145.1
multi-input cells         184        1310
state kept, by name, indices dropped and copies added, names as in the netlist:
| register | cells |
|---|---|
| manche_max | 1 |
| manche_min | 1 |
| manche | 2 |
| not_valid | 1 |
| flag | 1 |
| reg_clk_counter | 5 |
| reg_manche_max | 5 |
| pareggio | 1 |
| mossa_vincente | 2 |
| state | 3 |
| partita | 2 |
metal layers:
metal / part of all wire / vias to the layer above
met1: 0.44 / 858
met3: 0.062 / 9
met2: 0.48 / 63
met4: 0.013 / 2
met5: 0.0026 / -
li1: - / 897
report_power, final:
part	total (mW)	switching (mW)	internal, mW
clock network	0.142	0.0637	0.0785
registers	0.350	0.0715	0.279
logic	0.587	0.294	0.293
total	1.08	0.429	0.650
cells in the mapped netlist, types with 3 or more instances:
cell / count / area [µm²]
sky130_fd_sc_hd__mux2_2: 6 / 67.56
sky130_fd_sc_hd__mux2i_1: 3 / 30.03
sky130_fd_sc_hd__ha_1: 7 / 87.58
sky130_fd_sc_hd__a22oi_1: 4 / 30.03
sky130_fd_sc_hd__dlxtp_1: 7 / 105.1
sky130_fd_sc_hd__buf_2: 4 / 20.02
sky130_fd_sc_hd__xnor2_1: 9 / 78.83
sky130_fd_sc_hd__or3_1: 5 / 31.28
sky130_fd_sc_hd__inv_1: 14 / 52.55
sky130_fd_sc_hd__nand2b_1: 4 / 25.02
sky130_fd_sc_hd__o21ai_0: 19 / 95.09
sky130_fd_sc_hd__xor2_1: 6 / 52.55
sky130_fd_sc_hd__nand3_1: 9 / 45.04
sky130_fd_sc_hd__nor3_1: 6 / 30.03
sky130_fd_sc_hd__nor2_1: 12 / 45.04
sky130_fd_sc_hd__a21oi_1: 17 / 85.08
sky130_fd_sc_hd__nor3b_1: 3 / 22.52
sky130_fd_sc_hd__clkbuf_1: 7 / 26.28
sky130_fd_sc_hd__nand4_1: 3 / 18.77
sky130_fd_sc_hd__nand2_1: 15 / 56.30
sky130_fd_sc_hd__dfxtp_1: 15 / 300.3
sky130_fd_sc_hd__nor2b_1: 5 / 31.28
stage by stage:
step,setup WS (ps),instance area (µm²),utilization,std cells,hold slack [ps]
2_1_floorplan,1111,1904,-,237,477.8
3_3_place_gp,480.2,2143,0.2058,374,489.0
3_5_place_dp,419.0,2143,0.2058,374,493.8
4_1_cts,683.8,2188,0.2101,378,508.3
5_1_grt,493.5,2188,0.2101,378,530.5
6_report,690.6,2188,0.2101,378,505.2
cell families after synthesis:
group	synth area share
AOI/OAI and AO/OA	0.3068
xor gates and xnor gates	0.06899
adders and majority gates	0.04599
buffers and inverters	0.06767
latches	0.05519
DFF	0.1892
muxes	0.06702
and+or+nand+nor	0.1991
critical path, delay by kind of cell:
family	cells	cell delay (ps)
compound gates	4	960
buf+inv	2	670
simple gates	2	300
fa+ha+maj	1	190
worst paths after layout:
check / start / end / slack, ps / cells after the start
worst max-delay path: primo[0] / mossa_vincente[1] / 690 / 9
worst min-delay path: reg_manche_max[1] / reg_manche_max[1] / 510 / 1
worst max register to register: reg_clk_counter[0] / manche_max / 970 / 10
worst min register to register: reg_manche_max[1] / reg_manche_max[1] / 510 / 1
No activity file was given, so power comes from the tool's default toggle rates.
